File: design/flow/run.sh
#!/bin/bash
# OpenROAD 26Q1-2900-gdf79404cd8, Yosys 0.63+post, stock flow scripts
make -C /OpenROAD-flow-scripts/flow DESIGN_CONFIG=/design/flow/config.mk WORK_HOME=/design/flow/orfs finish
File: design/flow/config.mk
export PLATFORM = sky130hd
export DESIGN_NAME = hankel_matrixd_d
export DESIGN_NICKNAME = hankel_matrixd_d
export VERILOG_FILES = /design/flow/design.v
export SDC_FILE = /design/flow/constraint.sdc
export NUM_CORES = 4
export LEC_CHECK = 1
export CORE_AREA = 10 10 98 98
export DIE_AREA = 0 0 108 108
File: design/flow/constraint.sdc
current_design hankel_matrixd_d

set clk_period 3.2
set clk_io_pct 0.2

create_clock -name clk0 -period $clk_period [get_ports {clk}]

set non_clock_inputs [all_inputs -no_clocks]
set_input_delay [expr $clk_period * $clk_io_pct] -clock clk0 $non_clock_inputs
set_output_delay [expr $clk_period * $clk_io_pct] -clock clk0 [all_outputs]
File: design/flow/design.v
`timescale 1ns / 1ps
module hankel_matrixd_d #(
	parameter ROW 	= 4,
	parameter COL 	= 4,
	parameter WIDTH	= 16,
	parameter ADDR		= 8
)(
	input 				clk,
	input 				start,
	input		[WIDTH-1:0] 	data,
	output reg	[ADDR-1:0] 	addr,
	output reg			rd
);
reg [WIDTH-1:0] mat [0:ROW-1] [0:COL-1];
reg [7:0] r,c,r_i,c_i,state;
reg		[WIDTH-1:0] 	data_i;
reg	[ADDR-1:0] 	addr_i;
parameter 
	IDLE = 2'b00,
	INIT = 2'b01,
	COPY = 2'b10,
	WRITE= 2'b11;
initial begin
	c <= 0;
	r <= 0;
	addr <=0;
	rd<=0;
	state <= IDLE;
end
always@(posedge clk) begin
	case(state)
		IDLE: begin
			if(start) 
				state <= INIT;
				rd <=1;				
				r<=0;
				c<=0;
				addr <=0;
		end
		INIT: begin
			if(r==0) begin
				mat[r][c] <= data;
				c <= c+1;
				addr <= addr+1;
				if(c==COL-1) begin	
					c <= 0;
					state <= COPY;
					r <= r+1;
				end
			end
		end
		COPY: begin
			if(r!=0) begin		
				mat[r][c] <= mat[r-1][c+1];
				c <= c+1;
				if(c==COL-2)begin
					state <= WRITE;
					rd <= 1;	
					addr <= addr+1;
				end
			end
		end
		WRITE: begin
			mat[r][c]<= data;
			state <= COPY;
			r <= r+1;
			c<=0;
			if(r==ROW-1)
				state <= IDLE;
		end
	endcase
end
endmodule 
==> flow_metrics.tcl <==
# metrics dict for downstream scripts
set metrics [dict create \
    status "complete, no violations" \
    vias 919 \
    power_mw 1.87 \
    cp.required_ps 3110 \
    p_leak_nw 0.643 \
    crit_slowest_cell "nor2_1" \
    cts_hold_buf 0 \
    final_cells 246 \
    die_y_um 108 \
    vias_per_cell 3.74 \
    yosys_warnings 1 \
    dr.pass1.iters 3 \
    area_leaders "edfxtp_1, ha_1, xor2_1" \
    cpPeakStageDelay_ps 510 \
    worstSkewPairLatency_ps 270 \
    yosys_cells 129 \
    grt_use_total 0.0425 \
    drive_above_1_share 0.0833 \
    most_common_cell "edfxtp_1" \
    path_delay_family "simple AND/OR/NAND/NOR gates" \
    syn_area_mm2 0.00153 \
    port_buffers 10 \
    wl_per_cell_um 9.76 \
    worst-r2r-cell-count 4 \
    hold_viol 0 \
    drc 0 \
    postCtsSetupRepairBufs 0 \
    grt_max_degree 15 \
    max_freq_mhz 476 \
    coreArea_mm2 0.00765 \
    top_cells_by_count "edfxtp_1, nor2_1, nand3_1" \
    rows 32 \
    cts-resized-gates 0 \
    detailedRoute.firstIterationViolations 91 \
    numSynthFlops 27 \
    grt_overflow 0 \
    yosysSeqAreaShare 0.529 \
    top_area_cell "edfxtp_1" \
    diodes 0 \
    powerDensity_mw_per_mm2 1030 \
    cts_buffer_depth 2 \
    cts.sink_count 27 \
    hpwl_um 1740 \
    critPathBufInv 0 \
    synth-edff-count 27 \
    dieArea_mm2 0.0117 \
    antenna_found_initial 0 \
    wl_um 2400 \
    antenna_left 0 \
    fin_crit_sh 0.657 \
    crit_fanout 8 \
    ys_area_mm2 0.00153 \
    min_path_type "flip-flop to flip-flop" \
    max_slew_margin 0.486 \
    cp-start-kind "flip-flop" \
    tightest_slew_ps 771 \
    cts_made_buffers 3 \
    synthFlopType "edfxtp_1" \
    rsz0062_at_grt "no" \
    clock-root-buffer "clkbuf_8" \
    path_clk_slew_ps 90 \
    grt_pass1_wl_um 4150 \
    dieWidth_um 108 \
    min_path_cells 1 \
    synthArstFlopShare 0 \
    synth_cells 129 \
    place_inst 242 \
    finalSetupTns_ps 0 \
    slew_viol_final 0 \
    synth.avg_cell_area_um2 11.9 \
    finalSetupViolCount 0 \
    path_cells "nor4_4 > nand3_2 > o21a_1 > nor2_1" \
    synthDistinctLibCells 20 \
    first_global_vias 920 \
    drv_cap 0 \
    place_congestion 0.792 \
    min_period_ps 2100 \
    num_io_pins 27 \
    ir_worst_vdd_mv 0.239 \
    htree_levels 1 \
    synthToLayoutAreaGrowth_pct 18.3 \
    cts_tree "yes" \
    cp.depth 4 \
    skew_ps 1.31 \
    worstPathArrival_ps 2010 \
    cp-end-kind "flip-flop" \
    critPathKind "flip-flop to flip-flop" \
    synth_top_area_share 0.529 \
    fp_util 0.200 \
    warnings 47 \
]
[where the power goes]
group | switching (mW) | internal [mW] | total [mW] | leakage (nW)
Clock | 0.102 | 0.0891 | 0.191 | 0.0228
Sequential | 0.194 | 0.694 | 0.888 | 0.280
Combinational | 0.401 | 0.391 | 0.792 | 0.340
[cell type report]
cell class                      count  area (µm²)
Sequential cell                    27         811
Clock buffer                        4        45.0
Timing Repair Buffer               11         108
Multi-Input combinational cell     95         696
Fill cell                         804        5830
Tap cell                          102         128
Inverter                            7        26.3
[registers in the layout (all words and copies together) (netlist names)]
name / count
c: 8
rd: 1
state: 2
addr: 8
r: 8
[final timing paths]
kind                            startpoint    to  slack (ps)
worst max-delay path                  c[2]  r[1]        1100
worst min-delay path                  c[0]  c[0]         610
worst max register to register        c[2]  r[1]        1100
worst min register to register        c[0]  c[0]         610
[stage by stage]
step	cell area (µm²)	setup slack, ps	util	hold WS [ps]
after floorplan	1530	1090	-	576
after global routing	1810	948	0.237	648
after CTS	1810	1060	0.237	616
after global placement	1770	1060	0.231	599
after detailed placement	1770	1070	0.231	601
final	1810	1100	0.237	611
[cells by family after synthesis]
group	share of synthesized area
flops	0.529
xor+xnor	0.103
fa+ha+maj	0.0816
other cells	0.00245
simple gates	0.212
compound gates	0.0400
buf+inv	0.0171
mux	0.0147
[cells in the final DEF (no fill, tap or decap)]
| cell type | Yosys | routed |
|---|---|---|
| clkbuf_1 | 0 | 1 |
| nor2_1 | 23 | 23 |
| inv_1 | 7 | 7 |
| ha_1 | 10 | 10 |
| clkbuf_8 | 0 | 3 |
| edfxtp_1 | 27 | 27 |
| clkdlybuf4s50_1 | 0 | 10 |
| nor2b_1 | 3 | 3 |
| buf_4 | 0 | 1 |
| and3_1 | 5 | 5 |
| and3_2 | 1 | 1 |
| conb_1 | 1 | 1 |
| o21a_1 | 1 | 1 |
| nand3_2 | 2 | 2 |
| nor4_4 | 2 | 2 |
| mux2i_4 | 1 | 1 |
| xnor2_1 | 8 | 8 |
| xor2_1 | 10 | 10 |
| a2111oi_2 | 1 | 1 |
| and2_1 | 7 | 7 |
| a211oi_1 | 1 | 1 |
| a41oi_2 | 1 | 1 |
| a21oi_1 | 3 | 3 |
| nand3_1 | 15 | 15 |
[metal layers]
layer / GRT usage / vias to the layer above / wire length, µm
li1: - / 481 / -
met3: 0.0139 / 2 / 146
met5: 0 / - / 0
met1: 0.0564 / 425 / 1200
met2: 0.0690 / 11 / 1040
met4: 0.00477 / 0 / 22
Power figures rest on the tool's default switching activity, not on a simulated workload.
