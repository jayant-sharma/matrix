## design/flow/design.v

```verilog
`timescale 1ns / 1ps
module DMA_Controller #(
	parameter N				= 6,
	parameter WIDTH		= 16,
	parameter ADDR			= 12,
	parameter M_WIDTH		= 2*WIDTH+N-1
)(
	input 								clk,
	input									start,
	output reg			 				A_rd,
	output reg	[ADDR-1:0]			A_addr,
	input		  	[N*WIDTH-1:0] 		A_dout,
	output reg			 				B_rd,
	output reg 	[ADDR-1:0] 			B_addr,
	input		  	[N*WIDTH-1:0] 		B_dout,
	output reg 			 				C_wr,
	output reg 	[ADDR-1:0] 			C_addr,
	output reg 	[N*M_WIDTH-1:0] 	C_din,
	output reg							sof,
	output reg 	[N*WIDTH-1:0] 		A,
	output reg 	[WIDTH-1:0] 		B,
	input 	  	[N*M_WIDTH-1:0] 	C,
	input 	  	[N-1:0]				valid
);
reg state;
parameter 
	IDLE  = 1'b0,
	FETCH   = 1'b1;
initial begin
	A <= 0;
	B <= 0;
	sof <= 1'b0;
	state <= IDLE;
	A_rd <= 1'b0;
	B_rd <= 1'b0;
	C_wr <= 1'b0;
	A_addr <= 0;
	B_addr <= 0;
	C_addr <= 0;
	C_din <= 0;
end
always@(posedge clk) begin
	case(state)
		IDLE: begin
			A_addr <= 0;
			B_addr <= 0;
			A_rd <= 1'b0;
			B_rd <= 1'b0;
			sof <= 1'b0;
			if(start) begin
				A_addr <= 0;
				B_addr <= 0;
				A_rd <= 1'b1;
				B_rd <= 1'b1;
				sof <= 1'b0;
				state <= FETCH;
			end
		end
		FETCH: begin
			if(B_addr!= N) begin
				B_rd <= 1'b1; 
				if(A_addr != N) begin
					A_rd <= 1'b1;
					A_addr <= A_addr + 1;
					A <= A_dout;
					B <= (B_dout >> WIDTH*A_addr); 
					sof <= 1'b1;
					if(A_addr == N-1) begin
						B_addr <= B_addr + 1;
						A_addr <= 0;
					end
					if(A_addr == 0) begin
					end
				end
			end
			else
				state <= IDLE;
		end
	endcase
end
always@(posedge clk) begin
	if(&valid) begin
		C_wr <= 1'b1;
		C_addr <= C_addr + 1; 
		C_din <= C;
	end
	else begin
		C_wr <= 1'b0; 
		C_din <= 0;
	end
end
endmodule 
```

## design/flow/run.sh

```bash
#!/bin/bash
# OpenROAD 26Q1-2900-gdf79404cd8, Yosys 0.63+post, stock flow scripts
make -C /OpenROAD-flow-scripts/flow DESIGN_CONFIG=/design/flow/config.mk WORK_HOME=/design/flow/orfs finish
```

## design/flow/config.mk

```make
export PLATFORM = sky130hd
export DESIGN_NAME = DMA_Controller
export DESIGN_NICKNAME = DMA_Controller
export VERILOG_FILES = /design/flow/design.v
export SDC_FILE = /design/flow/constraint.sdc
export NUM_CORES = 4
export LEC_CHECK = 1
export CORE_AREA = 10 10 309 309
export DIE_AREA = 0 0 319 319
```

## design/flow/constraint.sdc

```tcl
current_design DMA_Controller

set clk_period 14.8
set clk_io_pct 0.2

create_clock -name clk0 -period $clk_period [get_ports {clk}]

set non_clock_inputs [all_inputs -no_clocks]
set_input_delay [expr $clk_period * $clk_io_pct] -clock clk0 $non_clock_inputs
set_output_delay [expr $clk_period * $clk_io_pct] -clock clk0 [all_outputs]
```

==> summary.txt <==
flow finished, numbers: power density over cell area=117 mW/mm^2, post-DR wirelength/cell=20.9 um, TritonCTS clock tree=done, vias=9520, Seq/Total Area, Yosys=74.1%, Worst path top cell family by delay=buffers and inverters, Tot GR Track Use=11.4%, CP Buf/Inv Count=1, Clk pin slew, worst setup/hold paths=0.06 ns, Root Driver=clkbuf_16, share of cells above drive strength 1=6.74%, Hold Fails Final Rpt=0, final antenna-violating net count=0, number of global-route vias before repair=10028, cycle use final=31.8%, delay of the slowest critical-path stage=0.63 ns, Die Ht=319 um, Core Area=0.0885 sq mm, Detailed Route WL=59700 um, warning total across the stage logs=28, via/cell ratio=3.33, dpl cells=2776, post-CTS sizing=0, initial DRC count=615, die width=319 um, drt first pass iters=6, Placement Setup Slack=9.53 ns, worst-path cell chain=clkdlybuf4s50_1, number of post-CTS setup repair buffers=0, Mapped Cells=841, Synth cell types=35, Min Clock Period, post-route=4.71 ns, mapped cell area=0.0122 sq mm, Area Overhead vs Synth=88.9%, Port Buf Inserts=795, H-tree Lvls=2, Req. time, crit path=11.84 ns, Max Root-Sink Buffers=3, CP Launch Type=register, YS warnings=1, ys cells=841, post-DP HPWL=49400 um, Setup WS post-layout=10.09 ns, Yosys chip area=0.0122 sq mm, Critical-path top delay cell=clkdlybuf4s50_1, worst slew pin tran=0.704 ns, Num CTS Buffers=45, Arr. time, crit path=1.75 ns, Starting Density=13.7%, later-pin clock latency in the skew report=0.59 ns, Max Cap Viol=0, Post-route DRC=0, fmax=212 MHz, crit path max fanout=1, Routability Congestion=0.885, first-pass GRT wire length=81200 um, initial antenna violation count=24, largest net degree at the start of global routing=87, Leakage=8.36 nW, syn_area_per_cell=14.5 sq um, non-filler cells in the finished layout=2863, Final Max Slew Viols=0, hold_buf cts=0, std cell rows=109, CP Capture Type=primary output, Clock Sinks=375, EDFF count, synth=151, Rel. slew slack=53.1%, DIE AREA=0.102 sq mm, Clock Skews=0.0143 ns, asr flop ratio synth=0%, critical path class=reg2out, I/O Pins=796, status=finished clean, gr ovfl total=0, Top Layout Cells=clkdlybuf4s50_1 (795), dfxtp_1 (224), and2_1 (222), RSZ-0062 raised after global routing=false, highest-count logic cell in the final layout=clkdlybuf4s50_1, Post-synth regs=375, VDD IR max=0.0731 mV, setup tns final=0 ns, Post-synth top flop=dfxtp_1, final count of negative-setup-slack endpoints=0, Min-Delay Path Class=reg2reg
[registers in the layout, summed over array words and instances (netlist names)]
name    count
C_din     222
A          96
B          16
A_addr     12
B_addr     12
C_addr     12
A_rd        1
B_rd        1
C_wr        1
sof         1
state       1
[cell usage after synthesis, types with 5 or more instances]
cell	n	share of area (%)
a21oi_1	10	0.41
a22oi_1	16	0.99
and2_1	222	11
buf_2	6	0.25
clkbuf_1	27	0.83
dfxtp_1	224	37
edfxtp_1	151	37
ha_1	6	0.62
inv_1	9	0.28
mux2_2	16	1.5
mux4_2	16	3.0
nand2_1	17	0.52
nand3_1	10	0.41
nand4_1	7	0.36
nor2_1	30	0.93
nor3_1	5	0.21
nor4_1	6	0.31
o21ai_0	6	0.25
o31ai_1	5	0.31
or3_1	7	0.36
or4_1	5	0.31
xnor2_1	6	0.43
xor2_1	10	0.72
[power breakdown]
group	internal (mW)	switching, mW
sequential	1.13	0.0366
combinational	0.270	0.158
clock	0.644	0.447
[final timing paths]
check        cells past startpoint  startpoint  slack [ns]    endpoint
max                              1   C_din[76]       10.09   C_din[76]
min                              1  C_addr[11]        0.60  C_addr[11]
max reg2reg                      9   A_addr[0]       11.23       A[50]
min reg2reg                      1  C_addr[11]        0.60  C_addr[11]
[kinds of logic after synthesis]
| group | share of synthesized area, % |
|---|---|
| AOI/OAI and AO/OA | 2.28 |
| buffers and inverters | 1.60 |
| DFF | 74.1 |
| adders and majority gates | 0.617 |
| xor gates and xnor gates | 1.15 |
| and+or+nand+nor | 15.5 |
| muxes | 4.77 |
[per-stage QoR]
| step | hold slack [ns] | power (mW) | utilization, % | cell area (sq um) |
|---|---|---|---|---|
| finish | 0.598 | 2.69 | 26.0 | 23000 |
| global route | 0.603 | 2.82 | 26.0 | 23000 |
| CTS | 0.599 | 2.75 | 26.0 | 23000 |
| detailed placement | 0.586 | 1.62 | 24.3 | 21500 |
| global placement | 0.589 | 1.62 | 24.3 | 21500 |
| floorplan | 0.523 | 1.35 | - | 12200 |
[per-layer routing]
layer | global-route usage (%) | vias up | part of all wire [%]
li1 | - | 4535 | -
met1 | 12.7 | 4293 | 36
met3 | 6.96 | 94 | 14
met2 | 18.4 | 568 | 47
met4 | 3.00 | 30 | 2.9
met5 | 0 | - | 0.34
[area by class of cell]
cell class                      count  area (sq um)
Antenna cell                        7          17.5
Clock buffer                       61          1250
Clock inverter                     19           190
Fill cell                        9253         65500
Inverter                           11          41.3
Multi-Input combinational cell    418          2970
Sequential cell                   375          9020
Tap cell                         1165          1460
Timing Repair Buffer              807          8050
Power and IR drop assume default switching activity.
