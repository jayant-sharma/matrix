### /design/flow/constraint.sdc
current_design hankel_matrix

set clk_period 5.6
set clk_io_pct 0.2

create_clock -name clk0 -period $clk_period [get_ports {clk}]

set non_clock_inputs [all_inputs -no_clocks]
set_input_delay [expr $clk_period * $clk_io_pct] -clock clk0 $non_clock_inputs
set_output_delay [expr $clk_period * $clk_io_pct] -clock clk0 [all_outputs]
### /design/flow/design.v
`timescale 1ns / 1ps
module hankel_matrix #(
	parameter N 		= 15,
	parameter ROW 		= (N+1)/2,
	parameter COL 		= ROW,
	parameter WIDTH		= 16,
	parameter ADDR		= 8
)(
	input 				clk,
	input 				start,
	input		[WIDTH-1:0] 	data,
	output reg	[ADDR-1:0] 	addr,
	output reg			rd
);
reg [WIDTH-1:0] mat [0:ROW-1] [0:COL-1];
reg [7:0] r,c,c_i,r_i;
reg state;
parameter 
	IDLE  = 1'b0,
	STORE = 1'b1;
initial begin
	c <= 0;
	r <= 0;
	rd <= 1'b0;
	addr <= 0;
	state <= IDLE;
end
always@(posedge clk) begin
	c_i <= c;
	r_i <= r;
end
always@(posedge clk) begin
	case(state)
		IDLE: begin
			r <= 0;
			c <= 0;
			rd <= 1'b1;
			addr <= 0;
			if(start) begin
				state <= STORE;
			end
		end
		STORE: begin
			mat[r_i][c_i] <= data;
			addr <= addr+1;
			c <= c+1;
			if(c==COL-1) begin	
				c <= 0;
				r <= r+1;
				addr <= r+1;
			end
			if(r_i==ROW-1 && c_i==COL-1) begin
				r <= 0;
				c <= 0;
				rd <= 1'b0;
				addr <= 0;
				state <= IDLE;
			end
		end
	endcase
end
endmodule 
### /design/flow/run.sh
#!/bin/bash
# OpenROAD 26Q1-2900-gdf79404cd8, Yosys 0.63+post, stock flow scripts
make -C /OpenROAD-flow-scripts/flow DESIGN_CONFIG=/design/flow/config.mk WORK_HOME=/design/flow/orfs finish
### /design/flow/config.mk
export PLATFORM = sky130hd
export DESIGN_NAME = hankel_matrix
export DESIGN_NICKNAME = hankel_matrix
export VERILOG_FILES = /design/flow/design.v
export SDC_FILE = /design/flow/constraint.sdc
export NUM_CORES = 4
export LEC_CHECK = 1
export CORE_UTILIZATION = 30
==> impl_metrics.env <==
# source this file to load flow results
export IMPL_min_delay_start="c[1]$_SDFF_PP0_"
export IMPL_r2r_end="r[3]$_SDFFCE_PP0P_"
export IMPL_cts_sinks=42
export IMPL_synth_area_um2=1530
export IMPL_vias=953
export IMPL_ioPinCount=27
export IMPL_arrival_ps=1190
export IMPL_antenna_found_initial=0
export IMPL_grt_pass1_vias=888
export IMPL_p_per_area_nw_per_um2=275
export IMPL_min_period_ps=2310
export IMPL_clk_pin_slew_ps=80
export IMPL_holdWs_ps=376
export IMPL_pre_cts_ws_ps=3380
export IMPL_grt_pass1_wl_mm=3.97
export IMPL_vdd_ir_drop_max_v=0.0000717
export IMPL_dieArea_um2=5380
export IMPL_cts_root_buf="clkbuf_8"
export IMPL_worst_slack_ps=3290
export IMPL_start_kind="flop"
export IMPL_rsz0062_at_grt="false"
export IMPL_hp_class="flop to flop"
export IMPL_fillerInstances=479
export IMPL_floorplan_core_util_pct=31.7
export IMPL_fmax_ghz=0.434
export IMPL_mi_logic_area_um2=554
export IMPL_cts_resized=0
export IMPL_postCtsSetupRepairBufs=0
export IMPL_dieWidth_um=73.4
export IMPL_io_buffers=10
export IMPL_cts_tree="done"
export IMPL_synth_avg_cell_area_um2=11.2
export IMPL_power_w=0.000488
export IMPL_num_rows=25
export IMPL_cts_buffers=5
export IMPL_first_iter_violations=62
export IMPL_synth_distinct_cells=28
export IMPL_log_warning_count=41
export IMPL_final_seq_area_um2=931
export IMPL_cts_path_max_buffers=2
export IMPL_setup_tns_final_ps=0
export IMPL_maxCapViolCount=0
export IMPL_synthCells=136
export IMPL_core_area_um2=4820
export IMPL_r2r_cells=3
export IMPL_globalRouteOverflowTotal=0
export IMPL_final_setup_viol_count=0
export IMPL_grt_total_usage_pct=9.65
export IMPL_cp_max_fo=5
export IMPL_area_delta_synth_final_pct=16.1
export IMPL_critPathRequiredTime_ps=4480
export IMPL_wl_per_cell_um=10.8
export IMPL_path_cells="clkdlybuf4s50_1"
export IMPL_cp_end_kind="primary output"
export IMPL_n_antenna_cell=0
export IMPL_ys_area_um2=1530
export IMPL_fin_area_um2=1770
export IMPL_skew_ps=7.41
export IMPL_grt_max_degree=22
export IMPL_status="finished clean"
export IMPL_ff2ff_setup_slack_ps=3420
export IMPL_path_delay_family="buffers and inverters"
export IMPL_yosysWarnings=1
export IMPL_leakage_nw=0.672
export IMPL_dieHeight_um=73.4
export IMPL_dr_pass1_iters=4
export IMPL_post_dp_cell_area_um2=1690
export IMPL_postRouteWirelength_mm=2.35
export IMPL_crit_type="flop to primary output"
export IMPL_r2r_start="c[3]$_SDFF_PP0_"
export IMPL_worstMarginPinSlew_ps=738
export IMPL_drc=0
export IMPL_hold_viol=0
export IMPL_clock_latency_ps=290
export IMPL_htree_levels=2
export IMPL_period_used_pct=41.2
export IMPL_maxSlewViolCount=0
export IMPL_ctsHoldBuffers=0
export IMPL_drtAntennaViolNets=0
export IMPL_place_congestion=0.775
export IMPL_cp_slowest_cell="clkdlybuf4s50_1"
export IMPL_hold_end="c_i[1]$_DFF_P_"
export IMPL_drive_gt1_share_pct=8.67
export IMPL_crit_buf_inv=1
export IMPL_ys_ff=42
export IMPL_slowest_delay_ps=490
export IMPL_synth_seq_share_pct=60.9
export IMPL_vias_per_cell=4.39
export IMPL_slew_headroom_pct=50.8
export IMPL_hold_depth=0
export IMPL_synth_stat_cells=136
==> stage by stage <==
stage	cells	utilization, %
after floorplan	136	-
after global placement	209	35.0
after detailed placement	209	35.0
after CTS	217	36.8
after global routing	217	36.8
final	217	36.8
==> flip-flops by register name (all words and copies together), names as in the netlist <==
| signal | cells |
|---|---|
| addr | 8 |
| c | 8 |
| c_i | 8 |
| r | 8 |
| r_i | 8 |
| rd | 1 |
| state | 1 |
==> synth_stat cells, drive strengths merged <==
library cell  count  area [um^2]
a211oi            4         40.0
a221oi            3         26.3
a41o              1         10.0
and3              3         20.0
buf               2         16.3
clkbuf            2         7.51
dfxtp            33          661
edfxtp            9          270
ha                3         37.5
inv               5         18.8
mux2i             1         10.0
nand2             4         15.0
nand3            10         50.1
nand4             1         6.26
nor2             24         90.1
nor2b             1         6.26
nor3              5         36.3
nor4b             2         17.5
nor4bb            2         20.0
o21ai             4         20.0
or2               1         6.26
or4               1         11.3
xnor2             7         61.3
xor2              8         70.1
==> logic make-up (layout without fill, tap and decap cells) <==
logic type	Yosys count	in the layout	synth area share, %
flip-flops	42	42	60.9
adder cells (fa/ha/maj)	3	3	2.46
AND/OR/NAND/NOR	54	54	18.3
XOR/XNOR	15	15	8.60
buffers and inverters	9	23	2.78
AND-OR/OR-AND	12	12	6.31
multiplexers	1	1	0.655
==> layer usage <==
metal / part of all wire [%] / GRT usage (%) / up-vias / wire length, um
li1: - / - / 498 / -
met1: 50 / 15.1 / 430 / 1180
met2: 42 / 13.6 / 19 / 985
met3: 5.0 / 3.19 / 6 / 117
met4: 2.6 / 1.92 / 0 / 61
met5: 0 / 0 / - / 0
==> how the worst max path moves through the flow <==
stage / from / end / slack [ps] / cells past startpoint
after CTS: addr[4]$_SDFF_PP0_ / addr[4] / 3260 / 1
after global routing: addr[4]$_SDFF_PP0_ / addr[4] / 3220 / 1
final: addr[4]$_SDFF_PP0_ / addr[4] / 3290 / 1
==> cell usage in the layout, fill, tap and decap left out, drive strengths merged <==
| master | n |
|---|---|
| nand3 | 10 |
| or2 | 1 |
| ha | 3 |
| edfxtp | 9 |
| inv | 5 |
| clkbuf | 5 |
| dfxtp | 33 |
| nand4 | 1 |
| nor2 | 24 |
| and3 | 3 |
| nand2 | 4 |
| nor4b | 2 |
| nor3 | 5 |
| mux2i | 1 |
| clkinvlp | 1 |
| clkdlybuf4s50 | 10 |
| a221oi | 3 |
| or4 | 1 |
| o21ai | 4 |
| nor2b | 1 |
| nor4bb | 2 |
| a41o | 1 |
| a211oi | 4 |
| clkinv | 2 |
| xnor2 | 7 |
| xor2 | 8 |
==> cell type report <==
type                            count  share of cell area, %
Inverter                            5                   1.06
Clock inverter                      3                  0.917
Multi-Input combinational cell     85                   31.3
Sequential cell                    42                   52.5
Timing Repair Buffer               10                   5.65
Tap cell                           67                   4.73
Clock buffer                        5                   3.88
==> power by group <==
part           leakage (nW)  switching, W  internal, W
combinational         0.260   0.000000168  0.000000650
sequential            0.370             0     0.000307
clock                0.0416     0.0000945    0.0000852
No activity file was given, so power comes from the tool's default toggle rates.
